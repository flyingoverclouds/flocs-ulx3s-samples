**flow/constraint.sdc**
```tcl
current_design top

set clk_period 4.6
set clk_io_pct 0.2

create_clock -name clk0 -period $clk_period [get_ports {clk_25mhz}]

set non_clock_inputs [all_inputs -no_clocks]
set_input_delay [expr $clk_period * $clk_io_pct] -clock clk0 $non_clock_inputs
set_output_delay [expr $clk_period * $clk_io_pct] -clock clk0 [all_outputs]
```
**flow/run.sh**
```bash
#!/bin/bash
# OpenROAD 26Q1-2900-gdf79404cd8, Yosys 0.63+post, stock flow scripts
make -C /OpenROAD-flow-scripts/flow DESIGN_CONFIG=/design/flow/config.mk WORK_HOME=/design/flow/orfs finish
```
**flow/design.v**
```verilog
module top(input clk_25mhz,
           input [6:0] btn,
           output [7:0] led,
           output wifi_gpio0);
    assign wifi_gpio0 = 1'b1;
    wire i_clk;
    assign i_clk= clk_25mhz;
    reg [7:0] o_led;
    assign led= o_led;
    localparam ctr_width = 26;
    reg [ctr_width-1:0] ctr = 0;
    assign o_led[6] = btn[1];
    assign o_led[7] = !btn[1];
    always @(posedge i_clk) begin
        ctr <= ctr + 1;  
        o_led[5:0] <= ctr[25:20];  
    end
endmodule
```
**flow/config.mk**
```make
export PLATFORM = sky130hd
export DESIGN_NAME = top
export DESIGN_NICKNAME = top
export VERILOG_FILES = /design/flow/design.v
export SDC_FILE = /design/flow/constraint.sdc
export NUM_CORES = 4
export LEC_CHECK = 1
export CORE_AREA = 10 10 97 97
export DIE_AREA = 0 0 107 107
```
==> impl_metrics.csv <==
group,metric,value,unit
detailed_routing,post_drt_wl_per_cell,7.28,µm
floorplan,die_h,107,µm
floorplan,coreArea,0.00729,mm²
cts,postCtsSetupBuffers,0,
detailed_routing,viasPerCell,3.23,
yosys,ys_area,0.00116,mm²
power_and_ir_drop,leakage,0.509,nW
detailed_routing,firstDrtPassIters,3,
yosys,edf_count,0,
timing,setup_viol,0,
yosys,syn-cell-area,0.00116,mm²
detailed_routing,via_count,708,
cts,post_cts_resized,0,
worst_setup_path,crit_type,"in2out",
yosys,logic_family,"simple AND/OR/NAND/NOR gates",
timing,layout_min_cycle_time,2780,ps
yosys,synth-seq-area-share,55.4,%
timing,rsz0062_at_grt,"no",
yosys,synthArstFlopShare,0,%
place,hpwl,1130,µm
yosys,adder_share,1.08,%
yosys,ys_cells,106,
place,port_buffers,9,
timing,final_hold_viol_count,0,
yosys,numSynthFlops,32,
global_route,grtUsageTotal,3.16,%
yosys,compound_area_share,0,%
yosys,yosysUniqueCellTypes,21,
run_status,status,"complete, no violations",
detailed_routing,route.detailed.drc,0,
timing,skew,4.25,ps
yosys,top_area_share,55.4,%
detailed_routing,wirelength_met1,827,µm
worst_setup_path,crit_path_start_kind,"input port",
cts,clkLatencyLatePin,280,ps
finish,logic_area,480,µm²
floorplan,fp_util,15.9,%
worst_setup_path,required,3680,ps
power_and_ir_drop,power_density,343,mW/mm²
worst_setup_path,slowest_stage,"clkdlybuf4s50_1",
yosys,ys_sh_xor,18.2,%
floorplan,row_count,31,
finish,ff_latch_area,641,µm²
global_route,antenna_found_initial,0,
detailed_routing,wl_met2,607,µm
place,routabilityCongestion,0.721,
worst_setup_path,critPathBufInv,2,
detailed_routing,maxUsedRoutingLayer,"met4",
yosys,mux_area_share,0,%
floorplan,ios,17,
global_route,grt_pass1_vias,728,
cts,htree_levels,2,
worst_setup_path,cp.arrival,1860,ps
hold_path,hp-class,"reg2reg",
timing,post-route-period-util,60.5,%
detailed_routing,drt_wl_total,1590,µm
cts,cts.hold.buffers_added,0,
worst_setup_path,crit_top_cell,"clkdlybuf4s50_1",
cts,clock_sinks,32,
place,dp_cells,211,
yosys,largest_area_cell,"dfxtp_1",
worst_setup_path,cp_top_family,"buffers and inverters",
worst_setup_path,crit_path_end_kind,"output pin",
yosys,synth-simple-area-share,22.0,%
global_route,grt_pass1_wl,3120,µm
timing,slew_violations,0,
worst_setup_path,crit_chain,"clkdlybuf4s50_1 > clkdlybuf4s50_1",
floorplan,die_area,0.0114,mm²
yosys,synth_dominant_cell_count,"dfxtp_1",
yosys,netlist_instances,106,
yosys,ys.flop_type,"dfxtp_1",
finish,fillerInstances,809,
yosys,synthTopCellsByArea,"dfxtp_1 55%, xnor2_1 13%, xor2_1 5.3%",
detailed_routing,drt-initial-drc-count,30,
detailed_routing,wl_met3,112,µm
yosys,avgSynthCellArea,10.9,µm²
global_route,overflow,0,
detailed_routing,ant_nets,0,
run,maxCapViolations,0,
floorplan,die_w,107,µm
cts,cts_tree,"built",
cts,clk_pin_slew,60,ps
timing,fin_tns_setup,0,ps
finish,stdcell_count,219,
yosys,common_cells,"32 x dfxtp_1, 17 x xnor2_1, 8 x nand2_1",
detailed_routing,insertedDiodeCount,0,
finish,drive_gt1_share,10.8,%
global_route,grt_max_degree,11,
yosys,ys_warn_count,3,
cts,cts-root-buf,"clkbuf_8",
worst_setup_path,crit_path_max_incr_delay,480,ps
cts,clockBufferDepth,2,
power_and_ir_drop,vdd_drop_max,0.0000863,V
cts,cts_buffers,5,
worst_setup_path,critPathMaxFanout,2,
timing,fmax,360,MHz
finish,syn2layout_area_growth,24.8,%
run,warnings,31,
## flip-flops by register name (all words and copies together), names as in the netlist
name / flops
ctr: 26
o_led: 6
## through the flow
stage	setup WS [ps]	total power, mW	cell area, µm²	utilization [%]	hold WS [ps]
after floorplan	2660	0.284	1160	-	350
after global placement	1820	0.286	1350	18.5	358
after detailed placement	1810	0.286	1350	18.5	361
after CTS	1800	0.502	1440	19.8	370
after global routing	1770	0.519	1440	19.8	393
final	1820	0.495	1440	19.8	367
## cells by family (layout without fill, tap and decap cells)
logic type | Yosys count | count (layout)
simple gates | 41 | 41
flops | 32 | 32
fa+ha+maj | 1 | 1
buf+inv | 7 | 21
xor+xnor | 24 | 24
other cells | 1 | 1
## layer usage
| metal | GRT usage, % | vias up |
|---|---|---|
| li1 | - | 378 |
| met1 | 4.09 | 310 |
| met2 | 4.57 | 13 |
| met3 | 1.64 | 7 |
| met4 | 0.774 | 0 |
| met5 | 0 | - |
## power breakdown
group          switching (mW)  internal [mW]  total, mW
clock network          0.0966          0.119      0.216
registers                   0          0.277      0.277
logic                0.000438        0.00222    0.00265
## cells in the final DEF (no fill, tap or decap), types with 2 or more instances in the layout
master	n
clkbuf_8	6
clkinv_2	2
nand2_1	8
xnor2_1	17
nand4_1	7
and3_1	3
nand3_1	7
dfxtp_1	32
nor2_1	5
xor2_1	7
inv_1	4
clkdlybuf4s50_1	9
or2_2	2
nor3_1	3
## worst reg2reg max path: stages, from the launching register on
cell and delay (ps):
dfxtp_1 350, ha_1 210, and4_1 350, nand4_1 160, or2_2 310, xnor2_1 120
## area by class of cell
cell class | instances | area share [%]
Sequential cell | 32 | 44.4
Multi-Input combinational cell | 67 | 33.3
Tap cell | 99 | 8.59
Timing Repair Buffer | 9 | 6.24
Clock buffer | 6 | 5.72
Inverter | 4 | 1.04
Clock inverter | 2 | 0.694
## final timing paths
path	from	to	slack [ps]	cells after the start
worst max-delay path	btn[1]	led[6]	1820	2
worst min-delay path	ctr[25]$_DFF_P_	o_led[5]$_DFF_P_	370	0
worst max register to register	ctr[0]$_DFF_P_	ctr[10]$_DFF_P_	3000	5
worst min register to register	ctr[25]$_DFF_P_	o_led[5]$_DFF_P_	370	0
Power figures rest on the tool's default switching activity, not on a simulated workload.
