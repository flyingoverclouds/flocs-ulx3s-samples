**flow/run.sh**
```bash
#!/bin/bash
# OpenROAD 26Q1-2900-gdf79404cd8, Yosys 0.63+post, stock flow scripts
make -C /OpenROAD-flow-scripts/flow DESIGN_CONFIG=/design/flow/config.mk WORK_HOME=/design/flow/orfs finish
```
**flow/config.mk**
```make
export PLATFORM = sky130hd
export DESIGN_NAME = debouncer
export DESIGN_NICKNAME = debouncer
export VERILOG_FILES = /design/flow/design.v
export SDC_FILE = /design/flow/constraint.sdc
export NUM_CORES = 4
export LEC_CHECK = 1
export CORE_AREA = 10 10 93 93
export DIE_AREA = 0 0 103 103
```
**flow/constraint.sdc**
```tcl
current_design debouncer

set clk_period 2.8
set clk_io_pct 0.2

create_clock -name clk0 -period $clk_period [get_ports {clk}]

set non_clock_inputs [all_inputs -no_clocks]
set_input_delay [expr $clk_period * $clk_io_pct] -clock clk0 $non_clock_inputs
set_output_delay [expr $clk_period * $clk_io_pct] -clock clk0 [all_outputs]
```
**flow/design.v**
```verilog
module debouncer(
    input clk,   
    input inputSignal,  
    output reg debouncedSignal,  
    );
    reg s0;
    always@(posedge clk) s0 <= inputSignal;
    reg s1;
    always@(posedge clk) s1 <= s0;
    reg [15:0] counter;  
    wire idle = (debouncedSignal == s1);
    wire countFinished = &counter;  
    always @(posedge clk)
    begin
        if (idle)
            counter<=0;
        else
        begin
            counter <= counter + 1;
            if (countFinished) 
                debouncedSignal<= ~debouncedSignal;
        end
    end
endmodule
```
==> flow_results.xml <==
<?xml version="1.0" encoding="UTF-8"?>
<metrics>
  <group name="worst_setup_path">
    <metric name="crit_slowest_cell" unit="">sky130_fd_sc_hd__clkdlybuf4s50_1</metric>
    <metric name="cp_max_fo" unit="">4</metric>
    <metric name="worst_r2r_endpoint" unit="">debouncedSignal</metric>
    <metric name="regToRegStartpoint" unit="">counter[2]</metric>
    <metric name="worstPathCellList" unit="">clkdlybuf4s50_1</metric>
    <metric name="cpPeakStageDelay" unit="ns">0.49</metric>
    <metric name="reg2regPathDepth" unit="">3</metric>
    <metric name="worstSetupEndpointType" unit="">primary output</metric>
    <metric name="critical_path_buf_inv_count" unit="">1</metric>
    <metric name="critical_path.startpoint_type" unit="">register</metric>
    <metric name="worst_path_dominant_cell_family" unit="">buffers and inverters</metric>
    <metric name="setup.reg_to_reg.worst_slack" unit="ns">1.11</metric>
    <metric name="path_class" unit="">reg -&gt; out</metric>
    <metric name="critical_path_required" unit="ns">2.24</metric>
    <metric name="timing.critical_path.arrival" unit="ns">1.16</metric>
  </group>
  <group name="clock_tree">
    <metric name="cts_root_buf" unit="">sky130_fd_sc_hd__clkbuf_8</metric>
    <metric name="post_cts_sizing_count" unit="">0</metric>
    <metric name="clock_sinks" unit="">19</metric>
    <metric name="cts_hold_buffers" unit="">0</metric>
    <metric name="htree_num_levels" unit="">1</metric>
    <metric name="postCtsSetupBuffers" unit="">0</metric>
    <metric name="cts-root-to-sink-buffers" unit="">2</metric>
    <metric name="tritoncts_clock_tree" unit="">yes</metric>
    <metric name="clk_latency" unit="ns">0.25</metric>
    <metric name="tritoncts.num_buffers" unit="">3</metric>
    <metric name="clk_transition_reported_paths" unit="ns">0.06</metric>
  </group>
  <group name="min_path">
    <metric name="hold_path_depth" unit="">0</metric>
    <metric name="worst_hold_class" unit="">reg -&gt; reg</metric>
    <metric name="hold_path.startpoint" unit="">s0</metric>
    <metric name="min_delay_worst_endpoint" unit="">s1</metric>
  </group>
  <group name="run_status">
    <metric name="run_status" unit="">complete, no violations</metric>
  </group>
  <group name="placed_design">
    <metric name="port_buffers" unit="">2</metric>
    <metric name="gp_routability_congestion" unit="">0.788</metric>
    <metric name="dpl-instance-area" unit="µm²">932</metric>
    <metric name="dp.final_hpwl" unit="µm">975</metric>
  </group>
  <group name="die">
    <metric name="die_height" unit="µm">103</metric>
    <metric name="initial_utilization" unit="">0.121</metric>
    <metric name="design.die.area" unit="µm²">10600</metric>
    <metric name="standard_cell_rows" unit="">30</metric>
    <metric name="io-pin-count" unit="">3</metric>
    <metric name="fp.dieW" unit="µm">103</metric>
    <metric name="placeableCoreArea" unit="µm²">6760</metric>
  </group>
  <group name="power_and_ir_drop">
    <metric name="pwr_density_cell" unit="nW/µm²">492</metric>
    <metric name="vdd_ir_drop_max" unit="mV">0.304</metric>
    <metric name="static-leakage-power" unit="nW">0.282</metric>
  </group>
  <group name="cells_and_area">
    <metric name="mostFrequentLayoutCell" unit="">sky130_fd_sc_hd__dfxtp_1</metric>
    <metric name="final_layout_size_suffix_gt1_frac" unit="">0.0753</metric>
    <metric name="area_growth_syn_to_layout" unit="%">19.2</metric>
    <metric name="top_cells_excl_fill_tap" unit="">sky130_fd_sc_hd__dfxtp_1, sky130_fd_sc_hd__nand2_1, sky130_fd_sc_hd__a21oi_1, sky130_fd_sc_hd__nor4_1</metric>
    <metric name="postLayoutCellArea" unit="µm²">977</metric>
  </group>
  <group name="global_route">
    <metric name="antenna_found_initial" unit="">0</metric>
    <metric name="globalRouteTotalUtil" unit="">0.0257</metric>
    <metric name="total_global_routing_overflow" unit="">0</metric>
    <metric name="grt_pass1_wl" unit="µm">2330</metric>
    <metric name="maximum_number_of_pins_on_one_net_before_global_route_repair" unit="">12</metric>
    <metric name="vias_in_the_first_global_route" unit="">549</metric>
  </group>
  <group name="timing">
    <metric name="fin_skew" unit="ns">0.00563</metric>
    <metric name="report.final.slew_viol_count" unit="">0</metric>
    <metric name="min_period_over_period" unit="">0.613</metric>
    <metric name="max_slew.worst_pin.slew" unit="ns">0.580</metric>
    <metric name="max-slew-margin-rel" unit="">0.612</metric>
    <metric name="timing.final.setup_violations" unit="">0</metric>
    <metric name="final.min_clock_period" unit="ns">1.72</metric>
    <metric name="max_freq" unit="MHz">583</metric>
    <metric name="setup_repair_after_global_routing_missed_its_margin" unit="">false</metric>
    <metric name="fin_tns_setup" unit="ns">0</metric>
    <metric name="timing_hold_violations_final" unit="">0</metric>
  </group>
  <group name="synth">
    <metric name="yosys-stat-area" unit="µm²">820</metric>
    <metric name="synth.cell_area" unit="µm²">820</metric>
    <metric name="synthesis.area_per_instance" unit="µm²">9.31</metric>
    <metric name="postSynthCellCount" unit="">88</metric>
    <metric name="synth.ff_latch_count" unit="">19</metric>
    <metric name="synth-warning-count" unit="">1</metric>
    <metric name="yosysCellCount" unit="">88</metric>
    <metric name="synth_unique_cells" unit="">24</metric>
    <metric name="synth_seq_share" unit="">0.476</metric>
  </group>
  <group name="detailed_routing">
    <metric name="route.antenna.remaining_nets" unit="">0</metric>
    <metric name="firstDrtPassIters" unit="">4</metric>
    <metric name="wl" unit="µm">1330</metric>
    <metric name="post_drt_via_cell_ratio" unit="">3.54</metric>
    <metric name="drt_drc_violations_left" unit="">0</metric>
    <metric name="drt-wirelength-per-cell" unit="µm">7.71</metric>
    <metric name="dr_total_vias" unit="">612</metric>
    <metric name="antenna_cells_inserted" unit="">0</metric>
    <metric name="drt_iter0_drc" unit="">18</metric>
  </group>
  <group name="run">
    <metric name="warnings" unit="">25</metric>
    <metric name="maxCapViolations" unit="">0</metric>
  </group>
</metrics>
metal layers:
layer,routed length (µm),part of all wire,GRT usage,vias up
met5,0,0,0,-
met4,12,0.0090,0.00428,0
li1,-,-,-,331
met3,58,0.044,0.00812,2
met2,539,0.40,0.0371,9
met1,723,0.54,0.0373,270
layout make-up:
type	instances	area (µm²)
fillers	760	5780
multi-input cells	63	399
flip-flops and latches	19	390
well taps	80	100
clock buffers	4	45.0
repair buffers	3	27.5
inverters	4	15.0
synthesized netlist by cell type, drive strengths merged:
cell type / n / area share
a21oi: 7 / 0.043
and2: 1 / 0.0076
buf: 1 / 0.014
clkbuf: 1 / 0.0046
dfxtp: 18 / 0.44
edfxtp: 1 / 0.037
ha: 1 / 0.015
inv: 4 / 0.018
mux2i: 4 / 0.049
nand2: 9 / 0.041
nand2b: 3 / 0.023
nand3: 5 / 0.037
nand4: 4 / 0.038
nor2: 4 / 0.018
nor4: 5 / 0.038
o21ai: 3 / 0.018
o31ai: 4 / 0.037
or3: 4 / 0.032
or4: 4 / 0.037
xnor2: 2 / 0.021
xor2: 3 / 0.032
sequential cells by signal, summed over array words and instances, names as in the netlist:
name and flops:
counter 16, debouncedSignal 1, s0 1, s1 1
how the worst max path moves through the flow:
stage               start              end  slack (ns)  cells past startpoint
6_report  debouncedSignal  debouncedSignal        1.08                      1
5_1_grt   debouncedSignal  debouncedSignal        0.96                      3
4_1_cts   debouncedSignal  debouncedSignal        1.06                      1
logic make-up (layout without fill, tap and decap cells):
logic type      count (synthesis)  in the layout  share of synthesized area
xor+xnor                        5              5                     0.0534
simple gates                   39             39                      0.272
flops                          19             19                      0.476
compound gates                 14             14                     0.0977
buf+inv                         6             11                     0.0366
mux                             4              4                     0.0489
fa+ha+maj                       1              1                     0.0153
worst register-to-register path, cell delays in order (launching register included):
cell                      delay, ns
sky130_fd_sc_hd__dfxtp_1       0.43
sky130_fd_sc_hd__nand3_2       0.23
sky130_fd_sc_hd__or3_1         0.42
sky130_fd_sc_hd__nor4_1        0.28
through the flow:
step / power, mW / hold slack (ns) / setup slack, ns / util / std cells
2_1_floorplan: 0.298 / 0.310 / 1.30 / - / 88
3_3_place_gp: 0.303 / 0.310 / 1.10 / 0.138 / 169
3_5_place_dp: 0.303 / 0.315 / 1.09 / 0.138 / 169
4_1_cts: 0.488 / 0.331 / 1.06 / 0.145 / 173
5_1_grt: 0.502 / 0.343 / 0.963 / 0.145 / 173
6_report: 0.481 / 0.328 / 1.08 / 0.145 / 173
power breakdown:
group          switching [mW]  leakage (nW)  internal, mW
Sequential            0.00476         0.158         0.277
Clock                  0.0826        0.0228         0.101
Combinational         0.00773         0.101       0.00717
No activity file was given, so power comes from the tool's default toggle rates.
