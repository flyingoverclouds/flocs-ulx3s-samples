$ cat /design/flow/config.mk
export PLATFORM = sky130hd
export DESIGN_NAME = slowclock
export DESIGN_NICKNAME = slowclock
export VERILOG_FILES = /design/flow/design.v
export SDC_FILE = /design/flow/constraint.sdc
export NUM_CORES = 4
export LEC_CHECK = 1
export CORE_AREA = 10 10 82 82
export DIE_AREA = 0 0 92 92
$ cat /design/flow/constraint.sdc
current_design slowclock

set clk_period 3.5
set clk_io_pct 0.2

create_clock -name clk0 -period $clk_period [get_ports {clk}]

set non_clock_inputs [all_inputs -no_clocks]
set_input_delay [expr $clk_period * $clk_io_pct] -clock clk0 $non_clock_inputs
set_output_delay [expr $clk_period * $clk_io_pct] -clock clk0 [all_outputs]
$ cat /design/flow/design.v
module slowclock(
    input clk,   
    output clkslow,  
    );
    reg [24:0] clockCounter = 0;     
    assign clkslow = clockCounter[24];      
    always @(posedge clk)      
    begin
        clockCounter <= clockCounter+1;      
    end
    wire slowclk;  
endmodule
$ cat /design/flow/run.sh
#!/bin/bash
# OpenROAD 26Q1-2900-gdf79404cd8, Yosys 0.63+post, stock flow scripts
make -C /OpenROAD-flow-scripts/flow DESIGN_CONFIG=/design/flow/config.mk WORK_HOME=/design/flow/orfs finish
==> results.ini <==
[status]
outcome = finished clean

[clocking]
clk_latency_ps = 260
postCtsSetupBuffers = 0
numClockSinks = 25
clock-root-buffer = clkbuf_8
cts_max_level = 1
tritoncts = yes
ctsResizeCount = 0
clockBufferDepth = 2
clk_pin_slew_ps = 70
cts_buffers = 3
postCtsHoldBufs = 0

[place]
place_area_mm2 = 0.001079
dp_hpwl_um = 974.4
dp.cells = 156
gp_congestion = 0.7891
port_buffers = 1

[die]
pin_count = 2
core_area_mm2 = 0.005075
core.rowCount = 26
die_x_um = 92
initial_core_util_pct = 19.33
chipArea_mm2 = 0.008464
fp.dieH_um = 92

[final_layout]
largest_register_ffs = 25
fill_cells = 555
top_regs = clockCounter (25)
lay_top_cells = 25 x dfxtp_1, 15 x xnor2_1, 9 x nand3_1, 8 x xor2_1, 5 x and3_1
comb_area_um2 = 473.0
stdcell_count = 160
fin_util_pct = 22.14
final_common_cell = dfxtp_1
design_area_mm2 = 0.001124
final-seq-area_um2 = 500.5
drive_gt1_share_pct = 10.00
syn2layout_area_growth_pct = 14.54
top_register = clockCounter

[routing]
wl_per_cell_um = 8.188
via_per_inst = 3.575
firstDrtPassIters = 4
diodes = 0
drt_iter0_markers = 11
post-route-drc-count = 0
num_vias = 572
detail-route-antenna-nets = 0
totalWireLength_um = 1310

[final_timing]
period_minus_slack_ps = 1776
tightest_slew_ps = 386.8
hold_viol = 0
rsz0062_at_grt = false
fin_setup_tns_ps = 0
report.final.slew_viol_count = 0
fmaxAchievable_ghz = 0.5629
relSlewSlack_pct = 74.02
min_period_over_period_pct = 50.75
finalSetupViolCount = 0
skew_ps = 3.162

[grt]
grt_max_degree = 14
grt_pass1_wl_um = 2477
grt_antenna_before_repair = 0
globalRoute.totalOverflow = 0
track_usage_pct = 3.280
grt_pass1_vias = 592

[logic_synthesis]
ys_ff = 25
synthCells = 85
synth_area_per_cell_um2 = 11.54
top_area_cell = dfxtp_1
yosysTopAreaCellShare_pct = 51.02
postSynthSeqShare_pct = 51.02
topCellsByArea = dfxtp_1 51%, xnor2_1 13%, xor2_1 7.1%
synth_area_um2 = 980.9
ys_cells = 85
ys_chip_area_um2 = 980.9
synth_cell_types = 15
ys.warnings.count = 1

[worst_setup_path]
slowest_stage = clkdlybuf4s50_1
critPathMaxStageDelay_ps = 470
crit_path_start_kind = register
critPathKind = register to output pin
crit_arrival_ps = 1080
required_ps = 2800
worstPathCellList = clkdlybuf4s50_1
crit_path_max_fanout = 2
crit_buf_inv = 1
crit_path_end_kind = output pin
cp_top_family = buffers and inverters

[power_and_ir_drop]
leakage_nw = 0.4189
ir_drop_uv = 115.4
power_mw = 0.4437
power_density_mw_per_mm2 = 394.9

[hold_path]
holdCritPathClass = register to register

[job]
warnings = 25
cap_viol_max_count = 0

[per-stage QoR]
step | hold slack [ps] | worst slack [ps]
2_1_floorplan | 382.7 | 2115
3_3_place_gp | 390.2 | 1996
6_report | 418.9 | 1724
5_1_grt | 448.8 | 1668
3_5_place_dp | 403.8 | 1986
4_1_cts | 423.5 | 1703
[power breakdown]
group | switching (mW) | internal, mW | total [mW]
registers | 0 | 0.284 | 0.284
clock network | 0.0786 | 0.0810 | 0.160
logic | 0 | 0 | 0.000000195
total | 0.0786 | 0.365 | 0.444
[cell type report]
type | instances | area share [%]
tap | 70 | 7.795
sequential | 25 | 44.54
multi-input combinational | 58 | 42.09
timing repair buffer | 1 | 0.8909
clock buffer | 4 | 4.009
inverter | 2 | 0.6682
[worst paths after layout]
path / start / endpoint / slack (ps) / depth (start not counted)
max: clockCounter[24] / clkslow / 1720 / 1
min: clockCounter[0] / clockCounter[0] / 420 / 1
max reg2reg: clockCounter[0] / clockCounter[18] / 1970 / 5
min reg2reg: clockCounter[0] / clockCounter[0] / 420 / 1
[per-layer routing]
metal	up-vias	global-route usage (%)	share of wire [%]
met4	0	1.028	1.6
li1	304	-	-
met3	2	0.4942	0.99
met1	264	4.379	52
met2	2	5.353	45
met5	-	0	0
[cell usage after synthesis, drive strengths merged]
master,n
dfxtp,25
nor4,2
and4,2
nand4,6
xor2,8
nor2,4
nand3,10
ha,1
inv,2
xnor2,15
and3,6
nand2,4
[cells by family (layout without fill, tap and decap cells)]
family	count (synthesis)	count (layout)	synth area share [%]
AND/OR/NAND/NOR	34	34	26.40
flip-flops	25	25	51.02
XOR/XNOR	23	23	20.54
buffers and inverters	2	7	0.7656
adder cells (fa/ha/maj)	1	1	1.275
